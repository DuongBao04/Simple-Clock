===== flow/config.mk =====
export PLATFORM = sky130hd
export DESIGN_NAME = clock
export DESIGN_NICKNAME = clock
export VERILOG_FILES = /design/flow/design.v
export SDC_FILE = /design/flow/constraint.sdc
export NUM_CORES = 4
export LEC_CHECK = 1
export CORE_UTILIZATION = 50
export SYNTH_HDL_FRONTEND = slang

===== flow/constraint.sdc =====
current_design clock

set clk_period 3.8
set clk_io_pct 0.2

create_clock -name clk0 -period $clk_period [get_ports {clk}]

set non_clock_inputs [all_inputs -no_clocks]
set_input_delay [expr $clk_period * $clk_io_pct] -clock clk0 $non_clock_inputs
set_output_delay [expr $clk_period * $clk_io_pct] -clock clk0 [all_outputs]

===== flow/design.v =====
`timescale 1ns / 1ps
module DisplaySegment(
input clk,
input [5:0]hour,[5:0]min,
output reg [0:6]dig,
output reg [4:1]select
);
reg [13:0]counter;
wire [0:6]dig1,dig2,dig3,dig4;
function [3:0] mod_10;
input [5:0] number;
begin
mod_10 = (number >=50) ? 5 : ((number >= 40)? 4 :((number >= 30)? 3 :((number >= 20)? 2 :((number >= 10)? 1 :0))));
end
endfunction
segment min0(.number(min - mod_10(min)*10),.segments(dig1));
segment min1(.number(mod_10(min)),.segments(dig2));
segment hrs0(.number(hour - mod_10(hour)*10),.segments(dig3));
segment hrs1(.number(mod_10(hour)),.segments(dig4));
always@ (posedge clk)
begin
    counter <= counter + 1;
end
always@ (*)
begin
    case(counter[13:12])
    2'b00: 
    begin
        dig = dig1;
        select = 4'b0001;
    end
    2'b01: 
    begin
        dig = dig2;
        select = 4'b0010;
    end
    2'b10: 
    begin
        dig = dig3;
        select = 4'b0100;
    end
    2'b11: 
    begin
        dig = dig4;
        select = 4'b1000;
    end        
    endcase
end
endmodule
`timescale 1ns / 1ps
module clock(
input clk,
input reset, 
input [1:0] btn,
input setclk_reset,
input sw,
output wire [0:6] seg0, 
output wire [4:1] select,
output wire [0:6] seg1,
output wire [4:1] select1,
output reg led,
output reg led4_b,
output reg led5_b
);
reg [30:0] count;
reg [30:0] set_count;
reg [5:0] hours;
reg [5:0] minutes;
reg [5:0] seconds;
reg [5:0] set_hours;
reg [5:0] set_minutes;
DisplaySegment trai(.clk(clk),.hour(hours),.min(minutes),.dig(seg0),.select(select));
DisplaySegment phai(.clk(clk),.hour(set_hours),.min(set_minutes),.dig(seg1),.select(select1));
always@(posedge clk)
begin
    if (reset) begin
        seconds <=0 ;
        minutes <= 0;
        hours <= 0;
        count <= 0;
    end
    else begin
    if (count == 1250000)
    begin
    count <= 0;
    led <= ~led;
        if (seconds == 6'd59) begin
            seconds <= 0;
            if(minutes == 6'd59) begin
                minutes <= 0;
                if(hours == 6'd23) begin
                    hours <= 0;
                end
                else hours <= hours + 1;
            end
            else minutes <= minutes + 1;
        end
        else seconds <= seconds + 1;
    end
    else count <= count + 1;
    if (sw == 1'b1) begin
        if (minutes == set_minutes && hours == set_hours)
            begin
            led4_b <= 1'b1;
            led5_b <= 1'b1;
            end
        else
            begin
            led4_b <= 1'b0;
            led5_b <= 1'b0;
            end 
    end
    else begin
        led4_b <= 1'b0;
        led5_b <= 1'b0;
    end
    end
end
always @(posedge clk)
begin
    if(setclk_reset) begin
        set_minutes <= 0;
        set_hours <= 0;
    end
    else begin
        case(btn)
        2'b10:
        begin
            set_count <= set_count + 1;
            if (set_count == 67500000) begin
                if (set_hours == 6'd23) set_hours <= 6'd0; 
                else set_hours <= set_hours + 1;
                set_count <= 0;
            end
        end
        2'b01:
        begin
            set_count <= set_count + 1;
            if (set_count == 67500000)
            begin
                if (set_minutes == 6'd50) begin
                    set_minutes <= 0;
                    set_hours <= set_hours + 1;
                end
                else set_minutes <= set_minutes + 6'd10;
                set_count <= 0;
            end
        end
        default: set_count <= 0;
        endcase
    end
end
endmodule
`timescale 1ns / 1ps
module segment(
input [3:0] number,
output reg [0:6] segments);
always@*
    case(number)
    4'd0: segments = 7'b0000001;
    4'd1: segments = 7'b1001111;
    4'd2: segments = 7'b0010010;
    4'd3: segments = 7'b0000110;
    4'd4: segments = 7'b1001100;
    4'd5: segments = 7'b0100100;
    4'd6: segments = 7'b0100000;
    4'd7: segments = 7'b0001111;
    4'd8: segments = 7'b0000000;
    4'd9: segments = 7'b0000100;     
    endcase
endmodule

===== flow/run.sh =====
#!/bin/bash
# OpenROAD 26Q1-2900-gdf79404cd8, Yosys 0.63+post, stock flow scripts
make -C /OpenROAD-flow-scripts/flow DESIGN_CONFIG=/design/flow/config.mk WORK_HOME=/design/flow/orfs finish

==> flow_metrics.tcl <==
# implementation run metrics
set metrics [dict create \
    status "complete, but fails checks" \
    violations "setup timing" \
    ys_warn_count 0 \
    synth-edff-count 33 \
    first_global_vias 5827 \
    hpwl_um 11600 \
    htreeDepth 4 \
    hold_path_class "reg2reg" \
    skew_ns 0.00680 \
    first_iter_violations 294 \
    vias_per_cell 5.37 \
    drc_errors 0 \
    synth.cell_area_mm2 0.00864 \
    p_leak_nw 3.81 \
    combPwrFrac 0.031 \
    numSynthFlops 177 \
    rsz0062_at_grt "true" \
    finalNonFillerCells 1223 \
    die_area_mm2 0.0178 \
    path_class "reg2out" \
    worst_slew_pin_slew_ns 0.941 \
    period_minus_slack_ns 3.87 \
    grtUsageMet2 0.294 \
    startpoint_type "flip-flop" \
    portBuffers 30 \
    switching_share 0.205 \
    cp.arrival_ns 3.11 \
    antenna_left 0 \
    die_w_um 133 \
    drive_gt1_frac 0.114 \
    power_frac_clock 0.537 \
    grt_max_degree 35 \
    unclocked_pins 56 \
    final_cell_area_mm2 0.00994 \
    io_pins 31 \
    top_cell_area_share 0.204 \
    post_drt_wl_per_cell_um 13.6 \
    synthFlopType "dfxtp_1" \
    intPower_mw 2.59 \
    grt_antenna_before_repair 0 \
    switching_power_mw 0.666 \
    finalSetupViolCount 2 \
    synthArstFlopShare 0 \
    ir_worst_vdd_mv 0.317 \
    track_usage 0.199 \
    finalPower_mw 3.25 \
    top_usage_layer "met1" \
    root_buffer "clkbuf_16" \
    use_met3 0.0284 \
    synthTopCellsByArea "dfxtp_1, edfxtp_1, dlxtp_1, xor2_1, xnor2_1" \
    grt_pass1_wl_um 28000 \
    hold_buffers 0 \
    avgSynthCellArea_um2 9.07 \
    power_density_mw_per_mm2 327 \
    hold_viol 0 \
    crit_path_end_kind "output port" \
    groute.layer.met1.usage 0.331 \
    num_rows 47 \
    core_mm2 0.0168 \
    grt-ovfl-total 0 \
    max_cap_violations 0 \
    place_congestion 0.901 \
    synthDistinctLibCells 67 \
    clock_latency_ns 0.41 \
    yosys_cells 953 \
    placed_area_mm2 0.00915 \
    clkTransAtPathRegs_ns 0.06 \
    initCoreUtil 0.516 \
    ys_area_mm2 0.00864 \
    unconstrained_endpoints 56 \
    top_area_cell "dfxtp_1" \
    die_height_um 133 \
    p_seq_frac 0.431 \
    via_count 6570 \
    netlist_instances 953 \
    cts_buffer_depth 2 \
    worst_slack_ns -0.0680 \
    slew_violations 0 \
    diodes 0 \
    tool_warnings 41 \
    cp_max_fo 15 \
    max-slew-margin-rel 0.373 \
    finalClockPeriodUsage 1.02 \
    pre_cts_slack_ns -0.129 \
    cts_tree "yes" \
    fmax_mhz 259 \
    wl_um 16700 \
    cts_made_buffers 17 \
    first_pass_iters 5 \
    place_inst 1187 \
    crit_required_ns 3.04 \
    syn2layout_area_growth_pct 15.0 \
]
[sequential cells by signal, summed over array words and instances, names as in the netlist, 14 cells and up]
register      count
count            31
phai.counter     14
set_count        31
trai.counter     14
[cells in the mapped netlist (4+ instances only)]
library cell and instances:
buf_2 11, o21ai_0 23, nor4b_1 5, xor2_1 57, a21oi_1 28, buf_1 6, o31ai_1 10, nand3b_1 4
and4_1 7, o22ai_1 4, o21a_1 5, nor3b_1 7, nand3_1 53, edfxtp_1 33, dlxtp_1 56, dfxtp_1 88
and3_1 18, nor4_1 8, a31o_2 5, ha_1 25, inv_1 40, clkbuf_1 28, or2_2 5, nand2_1 66
nor2b_1 13, fa_1 4, or3_1 9, xnor2_1 55, or4_1 4, nand4_1 38, mux2i_1 7, nor2_1 119
nand2b_1 8, mux2_2 4, and2_1 11, nor3_1 27, a21boi_0 4, mux4_2 14
[critical path, cell delays in order (launching register included)]
cell             delay [ns]
dfxtp_2                0.41
inv_2                  0.12
o21ai_0                0.09
a222oi_1               0.85
nor2b_1                0.22
dlxtp_1                0.34
mux4_2                 0.22
clkdlybuf4s50_1        0.45
[kinds of logic (layout without fill, tap and decap cells)]
family                     Yosys count  after routing  share of synthesized area
AOI/OAI and AO/OA                  103            103                     0.0779
xor gates and xnor gates           115            115                      0.121
adders and majority gates           29             29                     0.0455
buffers and inverters               88            111                     0.0415
DFF                                121            121                      0.318
latches                             56             56                     0.0973
muxes                               25             25                     0.0498
other                                1             28                   0.000434
and+or+nand+nor                    415            415                      0.249
[path summary, 6_finish.rpt]
kind,startpoint,endpoint,slack [ns],depth (start not counted)
max,minutes[3],seg0[3],-0.07,7
min,trai.counter[0],trai.counter[0],0.40,1
max reg2reg,set_count[0],set_count[4],1.29,8
min reg2reg,trai.counter[0],trai.counter[0],0.40,1
[what timing repair did]
| action | 4_1_cts | 5_1_grt |
|---|---|---|
| endpoints found under the setup margin | 10 | 8 |
| endpoints found under the hold margin | 0 | 0 |
| resized | 33 | 16 |
| pin swaps | 4 | 7 |
| cloned | 0 | 0 |
| buffers inserted | 3 | 4 |
[layout by cell type (no fill, tap or decap), drive strengths merged, types with 6 or more instances in the layout]
| cell | netlist | routed |
|---|---|---|
| nor2b | 13 | 13 |
| clkbuf | 28 | 22 |
| mux4 | 14 | 14 |
| and2 | 11 | 11 |
| nor2 | 119 | 119 |
| buf | 20 | 9 |
| dfxtp | 88 | 88 |
| xor2 | 57 | 57 |
| and4 | 7 | 7 |
| o31ai | 10 | 10 |
| nor3b | 7 | 7 |
| nand2b | 8 | 8 |
| mux2i | 7 | 7 |
| inv | 40 | 42 |
| or3 | 9 | 9 |
| or2 | 6 | 6 |
| xnor2 | 56 | 56 |
| nor4b | 8 | 8 |
| ha | 25 | 25 |
| nand4 | 38 | 38 |
| nand2 | 66 | 66 |
| nand3 | 53 | 53 |
| a21oi | 28 | 28 |
| edfxtp | 33 | 33 |
| nor4 | 9 | 9 |
| dlxtp | 56 | 56 |
| o21ai | 24 | 24 |
| nor3 | 29 | 29 |
| conb | 1 | 28 |
| and3 | 18 | 18 |
| clkdlybuf4s50 | 0 | 26 |
[power groups by stage]
stage     Clock, mW  Sequential [mW]  Combinational, mW
4_1_cts        1.78             1.40              0.104
5_1_grt        1.84             1.41              0.118
6_report       1.75             1.40              0.102
[metal layers]
| metal | vias to the layer above | part of all wire |
|---|---|---|
| li1 | 3398 | - |
| met5 | - | 0 |
| met3 | 19 | 0.031 |
| met2 | 115 | 0.45 |
| met4 | 0 | 0.015 |
| met1 | 3038 | 0.50 |
[area by class of cell]
class / count / area [um^2]
Clock inverter: 10 / 130
Tap cell: 220 / 275
Multi-Input combinational cell: 715 / 4840
Clock buffer: 22 / 528
Timing Repair Buffer: 39 / 378
Sequential cell: 177 / 3630
Inverter: 40 / 158
Fill cell: 1358 / 6820
[per-stage QoR]
stage	hold WS, ns	TNS, ns	util
floorplan	0.370	0	-
global placement	0.383	-0.224	0.546
detailed placement	0.383	-0.254	0.546
CTS	0.405	-0.183	0.589
global route	0.417	-0.439	0.593
finish	0.401	-0.121	0.593
